File: flow/run.sh
#!/bin/bash
# OpenROAD 26Q1-2900-gdf79404cd8, Yosys 0.63+post, stock flow scripts
make -C /OpenROAD-flow-scripts/flow DESIGN_CONFIG=/design/flow/config.mk WORK_HOME=/design/flow/orfs finish
File: flow/config.mk
export PLATFORM = sky130hd
export DESIGN_NAME = adder
export DESIGN_NICKNAME = adder
export VERILOG_FILES = /design/flow/design.v
export SDC_FILE = /design/flow/constraint.sdc
export NUM_CORES = 4
export LEC_CHECK = 1
export CORE_AREA = 10 10 85 85
export DIE_AREA = 0 0 95 95
File: flow/constraint.sdc
current_design adder

set clk_period 18.1
set clk_io_pct 0.2

create_clock -name clk0 -period $clk_period

set non_clock_inputs [all_inputs -no_clocks]
set_input_delay [expr $clk_period * $clk_io_pct] -clock clk0 $non_clock_inputs
set_output_delay [expr $clk_period * $clk_io_pct] -clock clk0 [all_outputs]
File: flow/design.v
module adder (
    input  logic [31:0] operand_a_i,
    input  logic [31:0] operand_b_i,
    output logic [31:0] adder_data_o
);
    assign adder_data_o = operand_a_i + operand_b_i;
endmodule
==> run notes <==
Results of the flow run.

The run finished with clean final reports. In the routed design, unresolved DRC markers number 0. The overall die size recorded for this design is 9030 um2.

The total half-perimeter wirelength after legalization and detailed placement stands at 5050 um. The via count normalized by instance count stands at 5.12. The quantity of gates resized following cts stands at 0. The slew of the pin with the lowest slew margin stands at 0.552 ns. The clock network fraction of design power stands at 0%. The synthesized netlist has a Yosys-reported chip area of 1740 um2. Yosys instantiated no cell more often than sky130_fd_sc_hd__ha_1. The hold violation count in the final report stands at 0.

Entering global routing, the biggest net connects 11 pins. The relative contribution of combinational cells to total power stands at 100.0%. By count the netlist is led by sky130_fd_sc_hd__ha_1 (31), sky130_fd_sc_hd__a21oi_1 (29), sky130_fd_sc_hd__a21o_1 (19), sky130_fd_sc_hd__nand2_1 (18), sky130_fd_sc_hd__xor2_1 (15).

The first detailed-routing pass ran for 4 iterations. The sequential cell area stands at 0 um2. The path class of the tightest hold or removal check is in2out.

The I/O pin count stands at 96. The worst setup path is launched from an input pin. The first global-routing pass estimated 9490 um of wire. Per STA, the worst path accumulates the most delay in the family AND-OR/OR-AND gates. After synthesis the cells add up to 1740 um2. The accumulated negative setup slack stands at 0 ns.

Setup repair after global routing left no endpoint under its margin. The worst setup path is captured at a primary output. The final core area utilization stands at 50.3%. The worst max-slew margin expressed relative to the limit stands at 62.2%. After synthesis, the netlist uses 50 different library cells. Summed over all instances, the cell type with the most area after synthesis is sky130_fd_sc_hd__ha_1. The timing report shows the most common cell along the critical path to be sky130_fd_sc_hd__clkdlybuf4s50_1.

The main area contributors are sky130_fd_sc_hd__ha_1 (22%), sky130_fd_sc_hd__a21oi_1 (8.3%), sky130_fd_sc_hd__a21o_1 (8.2%). The synthesis run identifies the leading combinational cell family as AND-OR/OR-AND gates. Timing would allow up to 98.3 MHz.

The routed via count stands at 2039. The minimum clock period stands at 10.17 ns. The die is 95 um tall. The max-cap check violation count stands at 0. The placeable core region stands at 5470 um2. The post-synthesis cell count from yosys stands at 241. The horizontal extent of the die stands at 95 um.

The areal power density over the cells stands at 38.6 nW/um2. The flip-flop and latch count stands at 0. Overall power consumption after layout is estimated at 106 uW. The power report attributes to the sequential group a share of 0%.

The row count stands at 27. The worst hold slack across all endpoints stands at 8.28 ns. At the floorplan stage, the core utilization is reported as 31.9%. The number of antenna violations at the first check in global routing stands at 0. For this design the static power due to leakage is 1.18 nW. The synthesized-area fraction occupied by adder cells stands at 23.4%. The synthesized-area fraction occupied by ao, oa, aoi and oai cells stands at 39.3%. The final timing report gives a worst setup slack of 7.93 ns. Looking at the post-CTS report, the setup buffer insertion count equals 0.

Per the STA report, the cell with the highest stage delay on the worst path is sky130_fd_sc_hd__clkdlybuf4s50_1. The detailed router reported a total wirelength of 5700 um. The logic area stands at 1680 um2. Counting tap cells, the placed design contains a total of 398 instances. The critical path endpoint has a required time of 14.48 ns. Per the final report, max-transition violations number 0.

STA puts the critical path data arrival time at 6.55 ns. Per the detail_route report, routed wire per instance is 14.3 um. Dividing the final minimum period by the clock period gives 56.2%.

Traced cell by cell, the critical path runs through clkdlybuf4s50_1 -> ha_1 -> fa_1 -> a21o_1 -> a31o_2 -> nand3_1 -> o221ai_1 -> a311oi_1 -> o21bai_1 -> xor2_1 -> clkdlybuf4s50_1. The worst setup path is of the in2out kind. The pre-CTS setup slack stands at 7.92 ns.

The longest individual stage delay on the worst path stands at 0.50 ns. The total of endpoints with negative setup slack in the final report stands at 0. Each instance of the synthesized netlist takes up on average 7.24 um2. The number of buffers and inverters on the critical path is 2.

Summed over all routing layers, the global router reports a total usage of 12.4%. The cell count after synthesis came out at 241. Once iteration 0 of detailed routing completed, the report listed 46 DRC markers.

In the power breakdown, the internal column shows 64.3 uW. The number of antenna diodes in the final layout is 0. The critical path maximum fanout is 4. In the final layout, the clock buffer count is 0. The leftover overflow at the end of global routing stands at 0. For this run, the number of standard cells in the final layout without fillers is 398. The xor-xnor portion of the synthesized cell area stands at 14.1%. At the end of routability-driven placement, the weighted congestion stood at 0.888. The largest vdd supply drop stands at 0.0000171 V. The warning tally printed by Yosys for this design is 0.

Summed over all nets, the switching power comes to 42.0 uW. In this run the biggest area consumer among cell types represents 22.2% of the synthesized area. The synthesis-to-layout area growth stands at 57.7%. The number of I/O port buffers stands at 96. For this run, the register share of the synthesized area comes to 0%. The simple-gate share of the synthesized area stands at 18.3%. The via count of the first global-routing pass stands at 2015. The number of hold buffers added after CTS was 0. The number of warnings reported in the stage logs is 32. The count of filler cells inserted in the layout stands at 571. The detail route stage leaves a number of antenna-violating nets equal to 0. The switching fraction of total power stands at 39.5%. Measured against the total synthesized area, the mux share comes to 1.15%. The placement-stage cell area stands at 2750 um2. The final design instance area without fill stands at 2750 um2.

Of the cells placed in the final design, the portion with a size suffix greater than 1 is 3.07%.
==> placed cells by master (no fill, tap or decap), types with 10 or more instances in the layout <==
cell type	count
sky130_fd_sc_hd__clkdlybuf4s50_1	96
sky130_fd_sc_hd__ha_1	31
sky130_fd_sc_hd__a21oi_1	29
sky130_fd_sc_hd__a21o_1	19
sky130_fd_sc_hd__nand2_1	18
sky130_fd_sc_hd__xor2_1	15
sky130_fd_sc_hd__o21ai_0	13
sky130_fd_sc_hd__xnor2_1	13
sky130_fd_sc_hd__nor2_1	12
sky130_fd_sc_hd__nand3_1	10
==> layer usage <==
layer,vias to the layer above,track usage [%],routed length [um]
met5,-,0,0
met4,0,0.499,22
met3,2,2.64,413
met2,56,20.3,2460
met1,887,17.1,2800
li1,1094,-,-
==> power groups by stage <==
stage	clock network, mW	logic, mW	registers (mW)
after CTS	0	0.108	0
after global routing	0	0.119	0
final	0	0.106	0
==> final timing paths <==
kind / start / endpoint / slack, ns / cells past startpoint
worst min-delay path: operand_b_i[0] / adder_data_o[0] / 8.28 / 3
worst max-delay path: operand_a_i[0] / adder_data_o[26] / 7.93 / 11
==> final cells by class <==
cell class | instances | share of cell area (%)
inverter | 6 | 0.819
multi-input combinational | 224 | 61.0
tap | 72 | 3.27
timing repair buffer | 96 | 34.9
==> cells by family after synthesis <==
logic type                 after synthesis
AOI/OAI and AO/OA                       97
adders and majority gates               32
and+or+nand+nor                         65
muxes                                    2
xor gates and xnor gates                28
buffers and inverters                   17
Power and IR drop assume default switching activity.
