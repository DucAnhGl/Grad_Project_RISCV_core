==> flow/design.v <==
module regfile (
    input  logic        clk_i, rst_ni, 
    input  logic        rd_wren_i,
    input  logic [4:0]  rd_addr_i, rs1_addr_i, rs2_addr_i,
    input  logic [31:0] rd_data_i,
    output logic [31:0] rs1_data_o, rs2_data_o
);
    logic [31:0] register[0:31];
    always @(posedge clk_i or negedge rst_ni) begin
        if (!rst_ni) begin
            for (integer i = 0; i < 32; i++) begin
                register[i] <= '0;
            end
        end else if (rd_wren_i && (rd_addr_i!=0)) register[rd_addr_i] <= rd_data_i;
    end
    assign rs1_data_o = ((rd_addr_i != 5'b00_000) && (rd_addr_i == rs1_addr_i) && rd_wren_i) ? rd_data_i : register[rs1_addr_i];
    assign rs2_data_o = ((rd_addr_i != 5'b00_000) && (rd_addr_i == rs2_addr_i) && rd_wren_i) ? rd_data_i : register[rs2_addr_i];
endmodule
==> flow/run.sh <==
#!/bin/bash
# OpenROAD 26Q1-2900-gdf79404cd8, Yosys 0.63+post, stock flow scripts
make -C /OpenROAD-flow-scripts/flow DESIGN_CONFIG=/design/flow/config.mk WORK_HOME=/design/flow/orfs finish
==> flow/config.mk <==
export PLATFORM = sky130hd
export DESIGN_NAME = regfile
export DESIGN_NICKNAME = regfile
export VERILOG_FILES = /design/flow/design.v
export SDC_FILE = /design/flow/constraint.sdc
export NUM_CORES = 4
export LEC_CHECK = 1
export CORE_UTILIZATION = 30
==> flow/constraint.sdc <==
current_design regfile

set clk_period 5.4
set clk_io_pct 0.2

create_clock -name clk0 -period $clk_period [get_ports {clk_i}]

set non_clock_inputs [all_inputs -no_clocks]
set_input_delay [expr $clk_period * $clk_io_pct] -clock clk0 $non_clock_inputs
set_output_delay [expr $clk_period * $clk_io_pct] -clock clk0 [all_outputs]
==> changes_impl.md <==
### Implementation results

* WL final at a little over 300 mm
* Area Overhead vs Synth at 21.5%
* Max Cap Viol at 0
* Final setup TNS at -165 ps
* Critical path origin: rs2_addr_i[1]
* Total clock sinks at 1,024
* Synth cell types at 80
* Synth Flop Type: dfrtp_1
* Core area at 0.174 mm2
* Worst-skew pair later-pin latency at about 760 ps
* Layout fillers at approximately 17,000
* Die W at 421 um
* Final Hold Viols at 0
* Max reg flops at 1,024
* Tool Warnings at 30
* CTS root buffer: clkbuf_16
* Crit path cell chain: buf_2 -> buf_4 -> nand3b_4 -> nor2_4 -> buf_4 -> a21boi_0 -> nand4_1 -> nor4_2 -> buf_4 -> o31ai_1 -> clkdlybuf4s50_1
* Max Buffers Root-to-Sink at 3
* Critical Path Sink: rs2_data_o[5]
* Post-synth ARST share at 1.00
* Largest net degree at the start of global routing at 113
* Yosys stat cell total at 4,569
* Slack of the critical path at -45.3 ps
* Worst slew pin tran at 1110 ps
* Reg-to-Reg Start: register[8][3]$_DFFE_PN0P_
* Remaining DRCs at 0
* DRT antenna net count at 0
* TritonCTS clock tree: done
* Max IR drop VDD at 304 uV
* Pre-antenna DRT Iters at 6
* Via count at 47,225
* Total power at between 20 and 25 mW
* Slew margin rel. at 0.260
* WL/cell at around 42 um
* Setup Viol. Count Final at 4
* Seq/Total Area, Yosys at 0.487
* DRT iter0 DRCs at roughly 6,000
* Syn. warnings at 2
* Post-Syn Area per Cell at 11.5 um2
* Max incr delay on CP at 530 ps
* Initial antenna violation count at 27
* Crit path max fanout at 14
* Fin crit share at 1.01
* R2r worst-path depth at 1
* IO Port Bufs at 113
* Number of CTS-inserted buffers at 115
* Power Dens Cells at 353 mW/mm2
* Critical Path Sink Type: output pin
* CP top delay family: buffers and inverters
* Synth Instances at 4,569
* Max stage delay cell, worst path: clkdlybuf4s50_1
* Worst hold-check path type: in -> async
* Crit Path Class: in -> out
* GR Util All Layers at 0.350
* Cts hold-fix bufs at 0
* Crit path launch type: input port
* Unrepaired setup endpoints after global routing: no
* R2r endpoint: register[8][3]$_DFFE_PN0P_
* H-tree lvl count at 3
* Share of layout cells above drive strength 1 at 0.371
* GP Congestion at 1.01
* Chip height at approximately 420 um
* Clk_skew at 0 ps
* Failing checks: negative setup slack
* R2r setup slk at 4510 ps
* Most common cell on crit path: buf_4
* LEAKAGE at 28.0 nW
* Via/cell ratio at 6.56
* WP data arrival at 4370 ps
* Fmax at 0.184 GHz
* Hold WS at 271 ps
* Buffers & Inverters on Critical Path at 5
* Final Max Tran Viols at 0
* First-pass GRT wire length at 411 mm
* Top Registers: register (1024)
* GRT overflow at 0
* Post-layout minimum cycle time at ~5400 ps
* Stages on the worst setup path at 11
* Number of enable flip-flop cells at 0
* Cell row count at 153
* Req. time, crit path at 4320 ps
* Biggest register: register
* Status: finished, violations left
* HPWL after DPL at 190 mm
* Initial Util at 0.302
* Synthesized registers at 1,024
* Number of global-route vias before repair at 46,660
* Die area at 0.177 mm2
* Yosys stat area at 0.0527 mm2
* Clock slew at reported path FFs at 60 ps
* Synth Cell Area at 0.0527 mm2
* I/O pin count at 114
## placed cells by master (no fill, tap or decap), types with 67 or more instances in the layout
cell,synthesis,layout
nor2_4,6,69
and3_1,247,247
nand3_1,104,103
nand4_1,126,126
mux2_2,988,988
dfrtp_1,1024,1024
clkdlybuf4s50_1,0,101
buf_4,16,341
nand2_1,171,162
a2111oi_0,75,71
buf_12,0,106
clkbuf_16,0,117
a22oi_1,650,650
nor2_1,108,67
a21oi_1,74,74
## kinds of logic after synthesis
| group | share of synthesized area |
|---|---|
| mux | 0.217 |
| compound gates | 0.147 |
| buf+inv | 0.0423 |
| flops | 0.487 |
| xor+xnor | 0.00166 |
| simple gates | 0.105 |
## worst min path at each step
stage,end,cells after the start
after CTS,register[20][18]$_DFFE_PN0P_,1
after global routing,register[21][11]$_DFFE_PN0P_,1
final,register[20][18]$_DFFE_PN0P_,1
## Yosys cell counts (7+ instances only)
master | count | area, um2
nand3_1 | 104 | 521
inv_1 | 11 | 41.3
and3_1 | 247 | 1550
nor2b_1 | 15 | 93.8
clkbuf_1 | 251 | 942
buf_1 | 30 | 113
nand2_1 | 171 | 642
a21oi_1 | 74 | 370
dfrtp_1 | 1024 | 25600
o21ai_0 | 24 | 120
mux2i_1 | 19 | 190
nor4_1 | 66 | 413
a21boi_0 | 7 | 52.6
nor2_1 | 108 | 405
nand2b_1 | 12 | 75.1
a32oi_1 | 11 | 96.3
a2bb2oi_1 | 22 | 193
nand3b_1 | 17 | 128
a2111oi_0 | 75 | 657
a2111oi_2 | 11 | 165
a22oi_1 | 650 | 4880
or3_1 | 9 | 56.3
mux2_1 | 10 | 113
buf_4 | 16 | 120
a22o_1 | 17 | 149
mux2_2 | 988 | 11100
xnor2_1 | 8 | 70.1
a221oi_1 | 27 | 236
nor3_1 | 17 | 85.1
a211oi_1 | 14 | 105
buf_2 | 188 | 941
o22ai_1 | 35 | 219
nand4_1 | 126 | 788
o31ai_1 | 30 | 225
nor2_2 | 27 | 169
## what timing repair did
item | in CTS | in global routing
endpoints found under the setup margin | 32 | 12
buffers inserted | 5 | 15
pin swaps | 2 | 3
gates resized | 15 | 10
## power by group
group / switching, mW / internal (mW) / leakage (nW)
Combinational: 1.67 / 1.80 / 12.9
Sequential: 1.39 / 9.11 / 13.1
Clock: 3.54 / 5.08 / 2.00
## area by class of cell
| type | count | area, um2 | share of cell area |
|---|---|---|---|
| antenna | 28 | 70.1 | 0.00109 |
| sequential | 1024 | 25600 | 0.400 |
| timing repair buffer | 559 | 5760 | 0.0900 |
| clock inverter | 53 | 756 | 0.0118 |
| inverter | 11 | 41.3 | 0.000645 |
| tap | 2325 | 2910 | 0.0454 |
| clock buffer | 161 | 3340 | 0.0522 |
| multi-input combinational | 3042 | 25500 | 0.398 |
## per-stage QoR
stage | cells | instance area (um2) | setup slack, ps | util
2_1_floorplan | 4569 | 52700 | 1740 | -
3_3_place_gp | 6941 | 59500 | -507 | 0.342
3_5_place_dp | 6941 | 59500 | -453 | 0.342
4_1_cts | 7160 | 63800 | 10.9 | 0.366
5_1_grt | 7179 | 64000 | 4.70 | 0.367
6_report | 7203 | 64000 | -45.3 | 0.367
## layer usage
layer,global-route usage,part of all wire,vias to the layer above
li1,-,-,17982
met5,0,0.00023,-
met1,0.434,0.36,24179
met2,0.486,0.42,3787
met3,0.166,0.14,1267
met4,0.239,0.083,10
Power figures rest on the tool's default switching activity, not on a simulated workload.
