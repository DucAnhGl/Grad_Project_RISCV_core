==> design.v <==
module bru (
    input  logic [31:0] rs1_data_i,
    input  logic [31:0] rs2_data_i,
    input  logic        is_br_i,
    input  logic        is_uncbr_i,
    input  logic [2:0]  funct3_i,
    output logic        true_br_decision_o
);
    logic [31:0] sub, not_rs2_data;
    logic overflow, carry;
    logic [0:0] br_equal, br_less, br_less_uns;
    assign not_rs2_data = ~rs2_data_i;
    assign {carry,sub} = rs1_data_i + not_rs2_data + 32'b1;
    assign overflow = (rs1_data_i[31] ^ rs2_data_i[31]) & (rs1_data_i[31] ^ sub[31]); 
    assign br_less_uns = ~carry;
    assign br_equal = (sub==0) ? 1 : 0;
    assign br_less = sub[31] ^ overflow;
    always @(*) begin
        if (is_uncbr_i) true_br_decision_o = 1'b1;
        else if (is_br_i) begin
            case (funct3_i)
                3'b000: begin 
                            if (br_equal) true_br_decision_o = 1'b1; 
                            else true_br_decision_o = 1'b0; 
                        end
                3'b001: begin 
                            if (!br_equal) true_br_decision_o = 1'b1; 
                            else true_br_decision_o = 1'b0; 
                        end   
                3'b100: begin 
                            if (br_less) true_br_decision_o = 1'b1; 
                            else true_br_decision_o = 1'b0; 
                        end
                3'b101: begin 
                            if (!br_less || br_equal) true_br_decision_o = 1'b1; 
                            else true_br_decision_o = 1'b0; 
                        end
                3'b110: begin 
                            if (br_less_uns) true_br_decision_o = 1'b1; 
                            else true_br_decision_o = 1'b0; 
                        end
                3'b111: begin 
                            if (!br_less_uns || br_equal) true_br_decision_o = 1'b1; 
                            else true_br_decision_o = 1'b0; 
                        end
                default: true_br_decision_o = 1'b0;
            endcase
        end else true_br_decision_o = 1'b0;
    end
endmodule
==> run.sh <==
#!/bin/bash
# OpenROAD 26Q1-2900-gdf79404cd8, Yosys 0.63+post, stock flow scripts
make -C /OpenROAD-flow-scripts/flow DESIGN_CONFIG=/design/flow/config.mk WORK_HOME=/design/flow/orfs finish
==> config.mk <==
export PLATFORM = sky130hd
export DESIGN_NAME = bru
export DESIGN_NICKNAME = bru
export VERILOG_FILES = /design/flow/design.v
export SDC_FILE = /design/flow/constraint.sdc
export NUM_CORES = 4
export LEC_CHECK = 1
export CORE_AREA = 10 10 94 94
export DIE_AREA = 0 0 104 104
==> constraint.sdc <==
current_design bru

set clk_period 9.8
set clk_io_pct 0.2

create_clock -name clk0 -period $clk_period

set non_clock_inputs [all_inputs -no_clocks]
set_input_delay [expr $clk_period * $clk_io_pct] -clock clk0 $non_clock_inputs
set_output_delay [expr $clk_period * $clk_io_pct] -clock clk0 [all_outputs]
==> flow_summary.yaml <==
# physical design summary
logic_synthesis:
  mux_area_share_pct: 3.76
  ys_sh_aoi_pct: 35.9
  synth.logic.top_family: "AND-OR/OR-AND gates"
  ys_cells: 387
  synth_top_area_share_pct: 15.4
  synth_area_per_cell_um2: 6.71
  xor_area_share_pct: 4.72
  yosys_warnings: 1
  ys_seq_share_pct: 0
  synth_area_um2: 2600
  yosys.area.top_type: "ha_1"
  fa_ha_area_share_pct: 17.0
  ys_sh_simple_pct: 29.6
  ys_area_um2: 2600
  topCellsByArea: "ha_1 (15%), a21oi_1 (7.5%), inv_1 (6.4%), nand2_1 (4.9%), nor2_1 (4.6%)"
  yosysUniqueCellTypes: 79
  synthCells: 387
final_layout:
  drive_above_1_share_pct: 6.28
  area_growth_pct: 28.9
  flop_area_um2: 0
  nClkBuffers: 0
  seq_cell_count: 0
power_and_ir_drop:
  ir_drop_mv: 0.0235
  leakage_nw: 1.37
  power.density_nw_per_um2: 61.4
floorplanning:
  pin_count: 70
  num_rows: 30
  dieWidth_um: 104
  die-area_um2: 10800
  dieHeight_um: 104
  fp_util_pct: 38.0
  coreArea_um2: 6830
run:
  maxCapViolations: 0
  warnings: 32
global_routing:
  antenna_found_initial: 0
  grt_pass1_vias: 2761
  grt_usage_pct: 13.8
  grt_max_degree: 14
  grt_pass1_wl_um: 13100
  overflow: 0
critical_path:
  end_kind: "output port"
  slowest_stage: "ha_1"
  max_stage_delay_ps: 540
  crit_top_cell: "a21oi_1"
  crit_type: "input pin to output port"
  critPathMaxFanout: 13
  cp_data_required_time_ps: 7840
  cp.arrival_ps: 7200
  worstSetupStartpointType: "input pin"
  path_cells: "clkdlybuf4s50_1, inv_1, ha_1, nand4_1, a21oi_1, o21bai_1, nand3_1, a311oi_2, o21bai_1, a21oi_1, o21ai_0, a21oi_1, fa_1, nand4b_1, nor4_1, nand4b_1, nor4_2, nand4_1, a2111oi_2, mux2_1, a31o_1, clkdlybuf4s50_1"
sta:
  maxSlewHeadroom_pct: 65.4
  setup_violations: 0
  tightest_slew_ps: 515
  period_used_pct: 93.4
  drv_slew: 0
  setup-tns-final_ps: 0
  fmax_mhz: 109
  hold_viol: 0
  hold_ws_ps: 4900
  rsz0062_at_grt: "no"
  layout_min_cycle_time_ps: 9160
place:
  dp_hpwl_um: 6920
  gp_congestion: 0.919
  io_buffers: 70
detailed_routing:
  drtPass1Iterations: 4
  drt_iter0_drc: 89
  drt-total-wl_um: 7900
  ant_nets: 0
  viasPerCell: 5.49
  num_vias: 2974
  drc: 0
  diodes: 0
  avgRoutedWirePerCell_um: 14.6
cts:
  post_cts_buffers: 0
  cts_hold_buffers: 0
  cts_resized: 0
hold_path:
  hold_path.class: "input pin to output port"
outcome:
  status: "finished, final reports clean"
==> layer usage <==
layer  GRT usage (%)  routed length (um)  vias to the layer above
met5               0                   0                        -
met4            1.89                 113                        0
met3           0.752                 233                        8
met2            22.6                3510                       68
met1            19.7                4040                     1344
li1                -                   -                     1554
==> critical path: cells and delay by family <==
kind	cells	cell delay (ps)
and+or+nand+nor	7	1380
AOI/OAI and AO/OA	9	1570
muxes	1	350
buffers and inverters	3	890
adders and majority gates	2	1050
==> metrics by stage <==
step / power [W] / instance area (um^2) / utilization [%] / worst slack, ps / cells
floorplan: 0.000142 / 2600 / - / 2040 / 387
global placement: 0.000205 / 3350 / 49.0 / 760 / 542
detailed placement: 0.000204 / 3350 / 49.0 / 676 / 542
CTS: 0.000205 / 3350 / 49.0 / 650 / 542
global route: 0.000228 / 3350 / 49.0 / 136 / 542
finish: 0.000206 / 3350 / 49.0 / 643 / 542
==> cells in the mapped netlist (all sizes together), types with 3 or more instances <==
cell and instances:
xor2 9, o21ai 27, nand4 12, mux2i 6, nand4b 6, a21oi 41
and3 3, nor2b 10, o22ai 4, nor3 7, clkbuf 3, mux2 3
o21a 13, ha 32, nand3 8, o21bai 6, nor4 7, nand2 34
a211oi 6, inv 44, o31ai 6, xnor2 5, buf 8, a21o 4
o211ai 5, nor2 34, nand2b 5
==> power by group <==
part / leakage [nW] / switching [W] / internal [W]
combinational: 1.37 / 0.000112 / 0.0000938
sequential: 0 / 0 / 0
clock: 0 / 0 / 0
==> logic make-up (layout without fill, tap and decap cells) <==
kind of cell / count (synthesis) / after routing
simple gates: 141 / 141
compound gates: 134 / 134
xor+xnor: 14 / 14
buf+inv: 55 / 114
fa+ha+maj: 34 / 34
mux: 9 / 9
==> cell usage in the layout, fill, tap and decap left out, drive strengths merged, types with 2 or more instances in the layout <==
master         instances
nand2                 34
a21boi                 2
nor3b                  2
fa                     2
a2111oi                2
o21a                  13
nor3                   7
and4b                  2
o22ai                  4
xor2                   9
o211ai                 5
and3                   3
xnor2                  5
or3                    2
mux2                   3
o21ai                 27
nand2b                 5
nor4                   7
o31ai                  6
o2111ai                2
a211o                  2
o21bai                 6
a21o                   4
clkdlybuf4s50         70
a21oi                 41
o2111a                 2
nand4b                 6
mux2i                  6
inv                   44
a31oi                  2
nor4b                  2
nand3                  8
a31o                   2
ha                    32
a211oi                 6
nor2b                 10
nor2                  34
and2                   2
nand4                 12
==> final timing paths <==
| path | endpoint | cells past startpoint | slack, ps | from |
|---|---|---|---|---|
| setup / recovery | true_br_decision_o | 22 | 640 | rs2_data_i[9] |
| hold / removal | true_br_decision_o | 3 | 4900 | is_uncbr_i |
==> layout make-up <==
| type | count | area (um^2) |
|---|---|---|
| Multi-Input combinational cell | 332 | 2360 |
| Timing Repair Buffer | 70 | 701 |
| Tap cell | 96 | 120 |
| Fill cell | 703 | 3480 |
| Inverter | 44 | 165 |
Power figures rest on the tool's default switching activity, not on a simulated workload.
