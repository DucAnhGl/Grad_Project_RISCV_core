==> flow/design.v <==
module alu (
    input  logic [31:0] operand_a_i,
    input  logic [31:0] operand_b_i,
    input  logic [3:0]  alu_op_i,
    output logic [31:0] alu_data_o
);
    logic [31:0] temp, temp_sll, temp_srl, temp_sra, not_operand_b;
    logic [31:0] alu_temp;
    logic [0:0]  carry, overflow, signed_lt, unsigned_lt;
    assign not_operand_b = ~operand_b_i;
    assign {carry,temp} = operand_a_i + not_operand_b + 32'h1;
    assign overflow     = (operand_a_i[31] ^ operand_b_i[31]) & (operand_a_i[31] ^ temp[31]);
    assign signed_lt    = temp[31] ^ overflow;
    assign unsigned_lt  = ~carry;
    sll u1(
        .operand_a_i(operand_a_i),
        .operand_b_i(operand_b_i[4:0]),
        .sll_data_o (temp_sll)
    );
    srl u2(
        .operand_a_i(operand_a_i),
        .operand_b_i(operand_b_i[4:0]),
        .srl_data_o (temp_srl)
    );
    sra u3(
        .operand_a_i(operand_a_i),
        .operand_b_i(operand_b_i[4:0]),
        .sra_data_o(temp_sra)
    );
    always @(*) begin
        case (alu_op_i)
            4'h0: alu_temp = operand_a_i + operand_b_i;
            4'h1: alu_temp = temp;
            4'h2: alu_temp = {31'h0, signed_lt};
            4'h3: alu_temp = {31'h0, unsigned_lt};
            4'h4: alu_temp = operand_a_i ^ operand_b_i;
            4'h5: alu_temp = operand_a_i | operand_b_i;
            4'h6: alu_temp = operand_a_i & operand_b_i;
            4'h7: alu_temp = temp_sll;
            4'h8: alu_temp = temp_srl;
            4'h9: alu_temp = temp_sra;
            4'hA: alu_temp = operand_b_i;
        default: alu_temp = 32'h00000000; 
        endcase
    end
    assign alu_data_o = alu_temp;
endmodule
module sll (
    input  logic [31:0] operand_a_i,
    input  logic [4:0]  operand_b_i,
    output logic [31:0] sll_data_o
);
    logic [31:0] temp1, temp2, temp3, temp4, temp5;
    always @(*) begin
        if(operand_b_i[0]) temp1 = {operand_a_i[30:0], 1'b0};
        else temp1 = operand_a_i;
        if(operand_b_i[1]) temp2 = {temp1[29:0], 2'b0};
        else temp2 = temp1;
        if(operand_b_i[2]) temp3 = {temp2[27:0], 4'b0};
        else temp3 = temp2;
        if(operand_b_i[3]) temp4 = {temp3[23:0], 8'b0};
        else temp4 = temp3;
        if(operand_b_i[4]) temp5 = {temp4[15:0], 16'b0};
        else temp5 = temp4;
    end
    assign sll_data_o = temp5;
endmodule
module sra (
    input  logic [31:0] operand_a_i, 
    input  logic [4:0]  operand_b_i,
    output logic [31:0] sra_data_o
);
    logic [31:0] temp1, temp2, temp3, temp4, temp5;
    always @(*) begin
        if(operand_b_i[0]) temp1 = {{1{operand_a_i[31]}}, operand_a_i[31:1]};
        else temp1 = operand_a_i;
        if(operand_b_i[1]) temp2 = {{2{temp1[31]}}, temp1[31:2]};
        else temp2 = temp1;
        if(operand_b_i[2]) temp3 = {{4{temp2[31]}}, temp2[31:4]};
        else temp3 = temp2;
        if(operand_b_i[3]) temp4 = {{8{temp3[31]}}, temp3[31:8]};
        else temp4 = temp3;
        if(operand_b_i[4]) temp5 = {{16{temp4[31]}}, temp4[31:16]};
        else temp5 = temp4;
    end
    assign sra_data_o = temp5;
endmodule
module srl (
    input  logic [31:0] operand_a_i,
    input  logic [4:0] operand_b_i,
    output logic [31:0] srl_data_o
);
    logic [31:0] temp1, temp2, temp3, temp4, temp5;
    always @(*) begin
        if(operand_b_i[0]) temp1 = {1'b0, operand_a_i[31:1]};
        else temp1 = operand_a_i;
        if(operand_b_i[1]) temp2 = {2'b0, temp1[31:2]};
        else temp2 = temp1;
        if(operand_b_i[2]) temp3 = {4'b0, temp2[31:4]};
        else temp3 = temp2;
        if(operand_b_i[3]) temp4 = {8'b0, temp3[31:8]};
        else temp4 = temp3;
        if(operand_b_i[4]) temp5 = {16'b0, temp4[31:16]};
        else temp5 = temp4;
    end
    assign srl_data_o = temp5;
endmodule
==> flow/run.sh <==
#!/bin/bash
# OpenROAD 26Q1-2900-gdf79404cd8, Yosys 0.63+post, stock flow scripts
make -C /OpenROAD-flow-scripts/flow DESIGN_CONFIG=/design/flow/config.mk WORK_HOME=/design/flow/orfs finish
==> flow/config.mk <==
export PLATFORM = sky130hd
export DESIGN_NAME = alu
export DESIGN_NICKNAME = alu
export VERILOG_FILES = /design/flow/design.v
export SDC_FILE = /design/flow/constraint.sdc
export NUM_CORES = 4
export LEC_CHECK = 1
export CORE_UTILIZATION = 40
==> flow/constraint.sdc <==
current_design alu

set clk_period 10.6
set clk_io_pct 0.2

create_clock -name clk0 -period $clk_period

set non_clock_inputs [all_inputs -no_clocks]
set_input_delay [expr $clk_period * $clk_io_pct] -clock clk0 $non_clock_inputs
set_output_delay [expr $clk_period * $clk_io_pct] -clock clk0 [all_outputs]
==> results.txt <==
impl run done, here's what came out: status=completed, number of warnings in the stage logs=105, num rows=53, cell taking the most area after synthesis=ha_1, Detailed Route Iter0 Violations=1121, GRT met2 Usage=54.3%, switching share of power=59.7%, post-route ant nets=0, total area of sequential cells=0 sq um, Gate Area=0.00802 sq mm, min-delay worst type=input pin to primary output, Crit Path Category=input pin to primary output, fillers=2207, relative slew slack=31.4%, initial antenna violation count=3, max frequency=0.108 GHz, worst path cell trace=clkdlybuf4s50_1, inv_1, ha_1, nor2_1, o211ai_1, a311oi_1, a211oi_1, a211oi_1, o21a_1, nor2_1, o21ai_0, a221o_1, fa_1, o22ai_1, a221oi_1, o21ai_0, a31o_2, clkdlybuf4s50_1, clock buf count=0, maximum fanout along the worst path=11, Psw=315 uW, share of cells above drive strength 1=8.62%, yosys cell count=1283, vias in the first global route=9817, All-Layer GR Usage=37.3%, minimum clock period=9.24 ns, total routed wirelength=41100 um, Worst VDD drop=22.0 uV, GRT busiest layer=met1, DR DRC count=0, Die Footprint=0.0226 sq mm, core area=0.0213 sq mm, YS chip area=0.00880 sq mm, setup TNS=0 ns, fp_density=41.4%, RSZ-0062 raised after global routing=no, area of the mapped netlist=0.00880 sq mm, Post-CTS Resized=0, pin count of the biggest net entering global routing=74, distinct lib cells=79, M1 GR Usage=56.0%, first-pass GRT wire length=61500 um, post-DP HPWL=31400 um, number of post-CTS setup repair buffers=0, CP max stage delay=0.75 ns, I/O pin total=100, Hold WS=5.31 ns, CP endpoint kind=primary output, Area contributors post-synth=ha_1 (15%), mux4_2 (8.4%), a21oi_1 (6.9%), mux2i_1 (5.6%), nor2_1 (5.5%), syn_area_per_cell=6.86 sq um, Required @ worst endpoint=8.48 ns, CP max stage cell=clkdlybuf4s50_1, Die X-Extent=150 um, hold-fix buffers at CTS=0, area delta synth->final=12.8%, Final Max Tran Viols=0, Final Cycle Share=87.2%, critical path startpoint category=input pin, Pwr per Cell Area=53.2 mW/mm^2, Wirelength per Cell=25.9 um, Synth Seq Share=0%, MaxCap Viol Count=0, gpl congestion=1.04, Cell Int Power=213 uW, vias=10600, vertical die size=150 um, Top-area cell share=14.9%, leakage power=0.00408 uW, sequential cells=0, setup violators final=0, Port Buffers=100, DR pass1 iterations=5, met3 Resource Use GR=7.39%, Worst Max-Slew Pin Slew=1.00 ns, Final Core Density=46.6%, vias per std cell=6.69, Worst Path Arrival=7.12 ns, Ys Warns=4, grt ovf=0, final hold vios=0, Post-Syn Instances=1283
[critical path: cells and delay by family]
| family | cells | cell delay [ns] |
|---|---|---|
| buf+inv | 3 | 1.24 |
| compound gates | 11 | 2.95 |
| simple gates | 2 | 0.24 |
| fa+ha+maj | 2 | 0.55 |
[stage by stage]
step | cell area, sq um | cells | setup WS, ns | total power [uW]
global placement | 9930 | 1586 | 1.60 | 516
detailed placement | 9930 | 1586 | 1.50 | 512
finish | 9930 | 1587 | 1.36 | 528
global route | 9930 | 1586 | 1.06 | 567
floorplan | 8800 | 1283 | 2.68 | 317
CTS | 9930 | 1586 | 1.47 | 516
[cell usage after synthesis, types with 10 or more instances]
| library cell | number |
|---|---|
| o221ai_1 | 13 |
| o21ai_0 | 94 |
| a211o_1 | 10 |
| o22ai_1 | 15 |
| a221oi_1 | 27 |
| nor2_1 | 129 |
| clkbuf_1 | 66 |
| a21o_1 | 17 |
| mux2i_1 | 49 |
| o21bai_1 | 14 |
| ha_1 | 105 |
| buf_4 | 10 |
| a21oi_1 | 121 |
| nand3_1 | 20 |
| inv_1 | 91 |
| mux4_2 | 33 |
| a211oi_1 | 37 |
| o31ai_1 | 11 |
| o211ai_1 | 24 |
| nand2_1 | 121 |
| a22oi_1 | 16 |
| nand2b_1 | 13 |
| nor3_1 | 30 |
| buf_2 | 17 |
| mux2_2 | 16 |
| o2111ai_1 | 12 |
[metal layers]
layer,vias to the layer above,routed length [um]
met5,-,9
met4,2,1150
met3,69,4240
met2,574,17300
met1,5067,18400
li1,4909,-
[power by group through the flow]
stage	combinational, uW	clock, uW	sequential, uW
CTS	516	0	0
global route	567	0	0
[cells in the final DEF (no fill, tap or decap), types with 15 or more instances in the layout]
master	count
o22ai_1	15
mux4_2	33
nor2_1	129
mux2i_1	49
ha_1	105
clkdlybuf4s50_1	95
a22oi_1	16
a211oi_1	37
inv_1	91
a221oi_1	27
o211ai_1	24
nand3_1	20
nor3_1	30
a21o_1	17
o21ai_0	94
mux2_2	16
a21oi_1	121
nand2_1	121
buf_4	32
[layout make-up]
class	instances	area share, %
Tap cell	275	3.47
Antenna cell	1	0.0252
Multi-Input combinational cell	1086	80.8
Inverter	94	3.55
Timing Repair Buffer	131	12.2
[cell families (layout without fill, tap and decap cells)]
logic type | after synthesis | count (layout) | share of synthesized area [%]
muxes | 100 | 100 | 16.7
adders and majority gates | 108 | 108 | 15.6
other | 0 | 1 | 0
AOI/OAI and AO/OA | 495 | 495 | 38.2
xor gates and xnor gates | 5 | 5 | 0.497
buffers and inverters | 197 | 225 | 9.24
and+or+nand+nor | 378 | 378 | 19.8
[final timing paths]
| check | start | to | slack [ns] | depth (start not counted) |
|---|---|---|---|---|
| worst min-delay path | operand_b_i[4] | alu_data_o[15] | 5.31 | 6 |
| worst max-delay path | operand_a_i[3] | alu_data_o[0] | 1.36 | 18 |
Power is estimated from default activity; no workload was simulated.
